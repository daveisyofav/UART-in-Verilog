==> ./design.v <==
module UART_Receive(input i_Clk, input i_UART_RX, output [7:0] o_byte, output o_StopBitCheck);
parameter IDLE = 2'b00;
parameter DATA_BIT = 2'b10;
parameter STOP_BIT = 2'b11;
reg [1:0] r_StateMachine = IDLE;
reg [7:0] r_clk_counter = 8'b00000000;
reg [2:0] r_bit_counter = 3'b000;
reg [7:0] r_UART_RX = 8'b00000000;
reg r_StopBitCheck = 1'b0;
always @ (posedge i_Clk)
	begin
	if (r_StateMachine == IDLE)
		begin
		r_StopBitCheck <= 1'b0;  
		if (i_UART_RX == 0 && r_clk_counter < 8'b01101100)
			begin
			r_clk_counter <= r_clk_counter + 1;  
			r_StateMachine <= IDLE;
			end
		else if (i_UART_RX == 0 && r_clk_counter == 8'b01101100)
			begin
			r_StateMachine <= DATA_BIT;  
			r_clk_counter <= 0;  
			end
		else
			begin
			r_StateMachine <= IDLE; 
			r_clk_counter <= 0;
			end
		end
	else if (r_StateMachine == DATA_BIT)
		begin
		if (r_clk_counter < 8'b11011001)
			begin
			r_clk_counter <= r_clk_counter + 1;
			r_StateMachine <= DATA_BIT;
			end
		else if (r_clk_counter == 8'b11011001)
			begin
			r_UART_RX[r_bit_counter] <= i_UART_RX;
			r_clk_counter <= 0;
			if (r_bit_counter < 3'b111)
				begin
				r_bit_counter <= r_bit_counter + 1;
				r_StateMachine <= DATA_BIT;
				end
			else if (r_bit_counter == 3'b111)
				begin
				r_bit_counter <= 0;
				r_StateMachine <= STOP_BIT;
				end
			end
		end
	else if (r_StateMachine == STOP_BIT)
		begin
		if (r_clk_counter < 8'b11011001)
			begin
			r_clk_counter <= r_clk_counter + 1;
			end
		else if (r_clk_counter == 8'b11011001)
			begin
			r_clk_counter <= 0;
			r_StateMachine <= STOP_BIT;
			if (i_UART_RX == 1'b1)
				begin
				r_StopBitCheck <= 1'b1;
				r_StateMachine <= IDLE;
				end
			end
		end
	end
assign o_byte = r_UART_RX;
assign o_StopBitCheck = r_StopBitCheck;
endmodule	
module UART_ReceiveTransmit_Top (input i_Clk, input i_UART_RX, 
output o_Segment1_A,
output o_Segment1_B,
output o_Segment1_C,
output o_Segment1_D,
output o_Segment1_E,
output o_Segment1_F,
output o_Segment1_G,
output o_Segment2_A,
output o_Segment2_B,
output o_Segment2_C,
output o_Segment2_D,
output o_Segment2_E,
output o_Segment2_F,
output o_Segment2_G,
output o_UART_TX);
wire [7:0] w_byte;
wire w_StopBitCheck;
UART_Receive UART_Receive_init(.i_Clk(i_Clk), .i_UART_RX(i_UART_RX), .o_byte(w_byte), .o_StopBitCheck(w_StopBitCheck));
UART_Transmit UART_Transmit_init(.i_Clk(i_Clk), .i_TX_byte(w_byte), .o_UART_TX(o_UART_TX));
wire [3:0] w_byte_firstDigit;
wire [3:0] w_byte_secondDigit;
assign w_byte_firstDigit = w_byte[7:4];
assign w_byte_secondDigit = w_byte[3:0];
wire [6:0] w_segments_firstDigit;
wire [6:0] w_segments_secondDigit;
binary_to_7seg binary_to_7seg_init(.i_clk(i_Clk), .i_binary(w_byte_secondDigit), .o_segments(w_segments_secondDigit));
binary_to_7seg binary_to_7seg_init2(.i_clk(i_Clk), .i_binary(w_byte_firstDigit), .o_segments(w_segments_firstDigit));
assign o_Segment1_A = ~w_segments_firstDigit[0];
assign o_Segment1_B = ~w_segments_firstDigit[1];
assign o_Segment1_C = ~w_segments_firstDigit[2];
assign o_Segment1_D = ~w_segments_firstDigit[3];
assign o_Segment1_E = ~w_segments_firstDigit[4];
assign o_Segment1_F = ~w_segments_firstDigit[5];
assign o_Segment1_G = ~w_segments_firstDigit[6];
assign o_Segment2_A = ~w_segments_secondDigit[0];
assign o_Segment2_B = ~w_segments_secondDigit[1];
assign o_Segment2_C = ~w_segments_secondDigit[2];
assign o_Segment2_D = ~w_segments_secondDigit[3];
assign o_Segment2_E = ~w_segments_secondDigit[4];
assign o_Segment2_F = ~w_segments_secondDigit[5];
assign o_Segment2_G = ~w_segments_secondDigit[6];
endmodule
module UART_Transmit(input i_Clk, input [7:0] i_TX_byte, output o_UART_TX);
parameter ClksPerBit = 8'b11011001;
parameter IDLE = 2'b00;
parameter STARTBIT = 2'b01;
parameter DATABIT = 2'b10;
parameter STOPBIT = 2'b11;
reg [1:0] StateMachine = IDLE;
reg r_UART_TX = 1'b1;
reg [7:0] r_byte;
reg [7:0] r_clk_counter = 0;
reg [3:0] r_bit_counter = 0;
always @ (posedge i_Clk) 
	begin
	r_byte <= i_TX_byte;	 
	case(StateMachine)
	IDLE:	begin
			if (r_byte != i_TX_byte)
				begin
				StateMachine <= STARTBIT;
				end
			else
				begin
				StateMachine <= IDLE;
				r_UART_TX <= 1'b1;
				end;
			end  
	STARTBIT:	begin
				if (r_clk_counter < ClksPerBit)
					begin
					StateMachine <= STARTBIT;
					r_clk_counter <= r_clk_counter + 1;
					r_UART_TX <= 0;
					end
				else
					begin
					r_clk_counter <= 0;
					StateMachine <= DATABIT;
					end
				end  
	DATABIT:	begin
				if (r_bit_counter < 4'b1000)
					begin
					if (r_clk_counter < ClksPerBit)
						begin
						r_UART_TX <= i_TX_byte[r_bit_counter];
						r_clk_counter <= r_clk_counter + 1;
						StateMachine <= DATABIT;
						end
					else
						begin
						r_bit_counter <= r_bit_counter + 1;
						r_clk_counter <= 0;
						StateMachine <= DATABIT;
						end
					end
				else
					begin
					r_bit_counter <= 0;
					StateMachine <= STOPBIT;
					end
				end  
	STOPBIT:	begin
				if (r_clk_counter < ClksPerBit)
					begin
					r_UART_TX <= 1;
					StateMachine <= STOPBIT;
					r_clk_counter <= r_clk_counter + 1;
					end
				else
					begin
					r_clk_counter <= 0;
					StateMachine <= IDLE;
					end
				end  
	endcase
	end	 
assign o_UART_TX = r_UART_TX;
endmodule
module binary_to_7seg(input i_clk, input [3:0] i_binary, output [6:0] o_segments);
reg [6:0] r_segments;
always @ (posedge i_clk)
	begin
	case (i_binary)
		4'b0000: r_segments <= 7'b0111111;
		4'b0001: r_segments <= 7'b0000110;
		4'b0010: r_segments <= 7'b1011011;
		4'b0011: r_segments <= 7'b1001111;
		4'b0100: r_segments <= 7'b1100110;
		4'b0101: r_segments <= 7'b1101101;
		4'b0110: r_segments <= 7'b1111101;
		4'b0111: r_segments <= 7'b0000111; 
		4'b1000: r_segments <= 7'b1111111;
		4'b1001: r_segments <= 7'b1100111;
		4'b1010: r_segments <= 7'b1110111;
		4'b1011: r_segments <= 7'b1111100;
		4'b1100: r_segments <= 7'b0111001;
		4'b1101: r_segments <= 7'b1011110;
		4'b1110: r_segments <= 7'b1111001;
		4'b1111: r_segments <= 7'b1110001;
	endcase
	end
assign o_segments = r_segments;
endmodule
==> ./run.sh <==
#!/bin/bash
# OpenROAD 26Q1-2900-gdf79404cd8, Yosys 0.63+post, stock flow scripts
make -C /OpenROAD-flow-scripts/flow DESIGN_CONFIG=/design/flow/config.mk WORK_HOME=/design/flow/orfs finish
==> ./config.mk <==
export PLATFORM = sky130hd
export DESIGN_NAME = UART_ReceiveTransmit_Top
export DESIGN_NICKNAME = UART_ReceiveTransmit_Top
export VERILOG_FILES = /design/flow/design.v
export SDC_FILE = /design/flow/constraint.sdc
export NUM_CORES = 4
export LEC_CHECK = 1
export CORE_UTILIZATION = 40
==> ./constraint.sdc <==
current_design UART_ReceiveTransmit_Top

set clk_period 3.4
set clk_io_pct 0.2

create_clock -name clk0 -period $clk_period [get_ports {i_Clk}]

set non_clock_inputs [all_inputs -no_clocks]
set_input_delay [expr $clk_period * $clk_io_pct] -clock clk0 $non_clock_inputs
set_output_delay [expr $clk_period * $clk_io_pct] -clock clk0 [all_outputs]
==> run_results.csv <==
group,metric,value,unit
outcome,status,"complete, no violations",
placed_design,port_buffers,16,
clocking,numCtsBuffers,9,
final_timing,hold_viol,0,
layout,final_cells,421,
worst_setup_path,worst-path-max-fanout,8,
clocking,clockBufferDepth,2,
synth,yosys_cells,301,
drt,routed_wl,4974,um
floorplan,die_w,89.97,um
drt,drc,0,
synth,netlist_area,3095,um^2
worst_setup_path,critical_path_arrival,2.34,ns
synth,synth.avg_cell_area,10.28,um^2
floorplan,dieArea,8095,um^2
final_timing,finalSetupTns,0,ns
hold_path,hold_path_class,"reg -> reg",
synth,yosysSeqAreaShare,0.4850,
drt,drtIter0Drc,121,
synth,syn_inst,301,
layout,area_delta_synth_final,12.77,%
clocking,clkTransAtPathRegs,0.07,ns
worst_setup_path,end_kind,"register",
synth,synth-edff-count,34,
run,openroad.warnings,42,
floorplan,fp.dieH,89.97,um
synth,synth_flop_count,58,
final_timing,rsz0062_at_grt,"false",
synth,top_area_cell,"edfxtp_1",
run,max-cap-violations,0,
drt,dr.pass1.iters,4,
synth,synth_chip_area,3095,um^2
power,power.density,371.3,nW/um^2
drt,vias,2021,
floorplan,coreArea,7370,um^2
layout,drive_above_1_share,0.06832,
drt,viasPerCell,4.800,
clocking,cts_resized,0,
clocking,numClockSinks,58,
final_timing,slew_violations,0,
synth,ys_async_sr_fraction,0,
floorplan,fp-utilization,0.4200,
final_timing,finalSetupViolCount,0,
clocking,cts_tree,"yes",
synth,ff_type,"edfxtp_1",
synth,synth_cell_types,48,
final_timing,slew_headroom,0.4668,
synth,ys_top_cells_by_count,"edfxtp_1, inv_1, nor2_1",
worst_setup_path,path_class,"reg -> reg",
global_route,grt_first_pass_wirelength,8825,um
clocking,post-cts-setup-buffers,0,
worst_setup_path,crit_required,3.36,ns
clocking,cts_hold_buffers,0,
synth,topCellsByArea,"edfxtp_1, dfxtp_1, ha_1",
power,p_leak,1.437,nW
floorplan,io_pins,17,
clocking,cts-htree-levels,3,
floorplan,row_count,31,
drt,n_antenna_cell,0,
drt,ant_nets,0,
placed_design,dp_hpwl,3475,um
global_route,grt_pass1_vias,1928,
clocking,root_buffer,"clkbuf_8",
global_route,grt_max_degree,20,
final_timing,period_minus_slack,2.375,ns
synth,top_area_frac,0.3298,
final_timing,worstMarginPinSlew,0.7998,ns
final_timing,post-route-period-util,0.6986,
placed_design,dp.cells,405,
power,vdd_drop_max,0.0001856,V
final_timing,finClkSkew,0.007654,ns
global_route,grt_usage,0.1372,
drt,wl_per_cell,11.81,um
worst_setup_path,critPathLaunchType,"register",
global_route,antenna_found_initial,0,
placed_design,gp_congestion,0.8444,
final_timing,fmax,0.4210,GHz
global_route,grt_overflow,0,
synth,yosysWarningCount,3,
clocking,clock_latency,0.34,ns
==> cell type report <==
class / count / area, um^2
Clock buffer: 12 / 145.1
Clock inverter: 4 / 18.77
Fill cell: 692 / 3879
Inverter: 34 / 127.6
Multi-Input combinational cell: 198 / 1414
Sequential cell: 58 / 1501
Tap cell: 99 / 123.9
Timing Repair Buffer: 16 / 160.2
==> cell usage in the layout (no fill, tap or decap), drive strengths merged, types with 5 or more instances in the layout <==
cell type and count:
a22oi 5, nor2b 10, o21ai 13, clkdlybuf4s50 16, xor2 17, a21oi 11, nor3 7, ha 24
nand2 20, clkbuf 12, nand3 8, dfxtp 24, xnor2 5, edfxtp 34, nor2 30, inv 34
==> stage by stage <==
stage / utilization / setup slack (ns) / area, um^2 / hold slack, ns / total power [mW]
2_1_floorplan: - / 1.329 / 3095 / 0.3427 / 0.7714
5_1_grt: 0.4737 / 0.8819 / 3491 / 0.6044 / 1.352
4_1_cts: 0.4737 / 1.032 / 3491 / 0.5668 / 1.316
3_5_place_dp: 0.4514 / 1.054 / 3327 / 0.5483 / 0.7761
6_report: 0.4737 / 1.025 / 3491 / 0.5678 / 1.296
3_3_place_gp: 0.4514 / 1.100 / 3327 / 0.5481 / 0.7761
==> flip-flops by register name (all words and copies together) (netlist names) <==
| register | cells |
|---|---|
| UART_Transmit_init.StateMachine | 2 |
| binary_to_7seg_init2.r_segments | 7 |
| UART_Receive_init.r_bit_counter | 3 |
| UART_Transmit_init.r_clk_counter | 8 |
| UART_Receive_init.r_StateMachine | 2 |
| UART_Receive_init.r_clk_counter | 8 |
| UART_Transmit_init.r_byte | 8 |
| binary_to_7seg_init.r_segments | 7 |
| UART_Receive_init.r_UART_RX | 8 |
| UART_Transmit_init.r_bit_counter | 4 |
| UART_Transmit_init.r_UART_TX | 1 |
==> cell families (layout without fill, tap and decap cells) <==
group	after synthesis	after routing	synth area share
buffers and inverters	45	66	0.05820
muxes	7	7	0.03193
adders and majority gates	24	24	0.09701
xor gates and xnor gates	22	22	0.06225
DFF	58	58	0.4850
and+or+nand+nor	94	94	0.1500
AOI/OAI and AO/OA	51	51	0.1156
==> power breakdown <==
part | switching (mW) | leakage, nW | internal, mW
sequential | 0.00444 | 0.548 | 0.739
clock | 0.256 | 0.0876 | 0.278
combinational | 0.00911 | 0.802 | 0.00858
total | 0.270 | 1.44 | 1.03
==> worst paths after layout <==
kind                                      start                                 end  slack, ns  cells past startpoint
min reg2reg      UART_Receive_init.r_UART_RX[4]        UART_Transmit_init.r_byte[4]       0.57                      0
min              UART_Receive_init.r_UART_RX[4]        UART_Transmit_init.r_byte[4]       0.57                      0
max          UART_Receive_init.r_clk_counter[0]  UART_Receive_init.r_clk_counter[7]       1.02                      6
max reg2reg  UART_Receive_init.r_clk_counter[0]  UART_Receive_init.r_clk_counter[7]       1.02                      6
==> worst max-delay path: stages (launching register included) <==
cell and delay (ns):
edfxtp_1 0.48, inv_1 0.12, ha_1 0.16, nand2b_1 0.07, a31oi_1 0.39, nor2_1 0.14
a22oi_1 0.64
==> routing by layer <==
layer	up-vias	share of wire	track usage
met3	13	0.034	0.02663
li1	1066	-	-
met4	0	0.026	0.03091
met5	-	0	0
met2	29	0.44	0.2045
met1	913	0.50	0.2199
Power is estimated from default activity; no workload was simulated.
